<file path="/design/flow/config.mk">
export PLATFORM = sky130hd
export DESIGN_NAME = InstDecode
export DESIGN_NICKNAME = InstDecode
export VERILOG_FILES = /design/flow/design.v
export SDC_FILE = /design/flow/constraint.sdc
export NUM_CORES = 4
export LEC_CHECK = 1
export CORE_AREA = 10 10 210 210
export DIE_AREA = 0 0 220 220
</file>
<file path="/design/flow/constraint.sdc">
current_design InstDecode

set clk_period 12.4
set clk_io_pct 0.2

create_clock -name clk0 -period $clk_period

set non_clock_inputs [all_inputs -no_clocks]
set_input_delay [expr $clk_period * $clk_io_pct] -clock clk0 $non_clock_inputs
set_output_delay [expr $clk_period * $clk_io_pct] -clock clk0 [all_outputs]
</file>
<file path="/design/flow/design.v">
module InstDecode (
    input  wire[31:0]   next_pc,     
    input  wire[31:0]   inst,        
    output reg          is_jump,     
    output reg [31:0]   jump_pc,     
    output reg [2:0]    alu_op,      
    output reg [31:0]   alu_a,
    output reg [31:0]   alu_b,
    output reg [3:0]    io_mode,     
    output reg [4:0]    rd_idx,      
    output reg          rd_ready,    
    output reg [31:0]   rd_data,     
    output reg          cp0_wenable, 
    output reg [7:0]    cp0_widx,    
    output reg [31:0]   cp0_wdata,   
    output reg          invalid,     
    output wire[4:0]    rs_idx,      
    input  wire[31:0]   rs_data,     
    output wire[4:0]    rt_idx,      
    input  wire[31:0]   rt_data,     
    output wire[7:0]    cp0_ridx,    
    input  wire[31:0]   cp0_rdata    
);
wire[5:0] op = inst[31:26];
wire[4:0] rs = inst[25:21];      
wire[4:0] rt = inst[20:16];      
wire[4:0] rd = inst[15:11];      
wire[4:0] sa = inst[10:6];       
wire[5:0] func = inst[5:0];      
wire[5:0] sel = inst[2:0];       
wire[15:0] imme = inst[15:0];    
wire[25:0] addr = inst[25:0];    
wire[31:0] imme_s = {{16{imme[15]}}, imme};  
assign rs_idx = rs;
assign rt_idx = rt;
assign cp0_ridx = rt;
wire is_load  = op[5:3] == 3'b100;
wire is_store = op[5:3] == 3'b101;
always @ (*) begin
    is_jump <= 0;
    jump_pc <= 0;
    alu_a <= rs_data;
    alu_b <= rt_data;
    alu_op <= 0;
    io_mode <= 4'b0000;
    rd_idx <= 0;
    rd_data <= 0;
    rd_ready <= 0;
    cp0_wenable <= 0;
    cp0_widx <= 0;
    cp0_wdata <= 0;
    invalid <= 0;
    case (op[5:3])
        3'b000: case (op)
            6'b000000: begin
                rd_idx <= rd;
                case (func)
                    6'b100001:	alu_op <= 3'd0;
                    6'b100100:	alu_op <= 3'd1;
                    6'b100101:	alu_op <= 3'd2;
                    6'b100110:	alu_op <= 3'd3;
                    6'b000000: begin
                        alu_op <= 3'd4;
                        alu_a <= sa;
                    end
                    6'b000010: begin
                        alu_op <= 3'd5;
                        alu_a <= sa;
                    end
                    6'b001000: begin
                        is_jump <= 1;
                        jump_pc <= rs_data;
                    end
                    default: invalid <= 1;
                endcase
            end
            6'b000010, 6'b000011: begin
                is_jump <= 1;
                jump_pc <= {next_pc[31:28], addr, 2'b00};
                if(op == 6'b000011) begin
                    rd_idx <= 31;
                    rd_data <= next_pc + 4;
                    rd_ready <= 1;
                end
            end
            6'b000100, 6'b000101, 6'b000111, 6'b000110: begin
                is_jump <= 1;
                jump_pc <= _jump? next_pc + {imme_s[29:0], 2'b00}: next_pc + 4;
            end
            default: invalid <= 1;
        endcase
        3'b001: begin
            alu_b <= imme;
            rd_idx <= rt;
            case(op)
                6'b001001: begin 
                    alu_op <= 3'd0; 
                    alu_b <= imme_s;
                end
                6'b001100:   alu_op <= 3'd1;
                6'b001101:    alu_op <= 3'd2;
                6'b001110:   alu_op <= 3'd3;
                6'b001111: begin 
                    alu_op <= 3'd4; 
                    alu_a <= 16;
                end
                default:    invalid <= 1;
            endcase
        end
        3'b100, 3'b101: begin
            alu_op <= 3'd0;
            alu_b <= imme_s;
            rd_idx <= is_load? rt: 0;
            rd_data <= is_store? rt_data: 0;
            case(op)
                6'b100000:     io_mode <= 4'b0100;
                6'b100011:     io_mode <= 4'b0001;
                6'b101000:     io_mode <= 4'b1100;
                6'b101011:     io_mode <= 4'b1001;
                default:    invalid <= 1;
            endcase
        end
        3'b010: if (op == 6'b010000) begin
            if (rs == 5'b00000) begin  
                rd_idx <= rd;
                rd_data <= cp0_rdata;
                rd_ready <= 1;
            end else if (rs == 5'b00100) begin
                cp0_wenable <= 1;
                cp0_widx <= {rd, sel};
                cp0_wdata <= rt_data;
            end
        end
        default: invalid <= 1;
    endcase
end
wire _jump = 
    (op == 6'b000100)? rs_data == rt_data:
    (op == 6'b000101)? rs_data != rt_data:
    (op == 6'b000111)? rs_data > 0:
    (op == 6'b000110)? rs_data < 0: 0;
endmodule  
</file>
<file path="/design/flow/run.sh">
#!/bin/bash
# OpenROAD 26Q1-2900-gdf79404cd8, Yosys 0.63+post, stock flow scripts
make -C /OpenROAD-flow-scripts/flow DESIGN_CONFIG=/design/flow/config.mk WORK_HOME=/design/flow/orfs finish
</file>
==> results.py <==
# Generated from Yosys and OpenROAD reports
metrics = {
    "die": {
        "die_h_microns": 220,
        "core_sq_um": 39640,
        "chipWidth_microns": 220,
        "dieArea_sq_um": 48400,
        "io_pins": 362,
        "rows": 73,
        "fp_util_pct": 12.88,
    },
    "critical_path": {
        "cp_max_fo": 28,
        "critPathMostFrequentCell": "clkdlybuf4s50_1",
        "worstSetupEndpointType": "output pin",
        "required_ps": 9920,
        "critical-path-top-delay-family": "buffers and inverters",
        "critPathKind": "in -> out",
        "cp.arrival_ps": 6990,
        "worstPathCellList": "clkdlybuf4s50_1, xor2_1, nor4_1, nand4_1, or4_1, nor4_2, mux2i_4, buf_4, mux2_1, o21ai_1, clkdlybuf4s50_1",
        "start_kind": "input pin",
        "worst-path-buf-inv": 3,
        "slowest_stage": "mux2i_4",
        "max_stage_delay_ps": 690,
    },
    "layout": {
        "nFlopsAndLatches": 0,
        "regArea_sq_um": 0,
        "utilization_pct": 23.09,
        "layout-drive-gt1-share_pct": 4.018,
        "mi_logic_area_sq_um": 4751,
        "nClkBuffers": 0,
        "areaGrowthSynthToFinish_pct": 79.25,
        "nFillCells": 4436,
        "design_area_sq_um": 9153,
    },
    "global_route": {
        "overflow": 0,
        "antenna_found_initial": 5,
        "use_met2_pct": 27.36,
        "top_usage_layer": "met2",
        "grt_pass1_wl_microns": 57190,
        "track_usage_pct": 16.70,
        "use_met1_pct": 20.93,
        "grt_pass1_vias": 7482,
        "grt_max_degree": 32,
        "globalRouteMet3Util_pct": 5.964,
    },
    "final_timing": {
        "finalClockPeriodUsage_pct": 76.33,
        "fin_ws_ps": 2935,
        "max_freq_mhz": 105.6,
        "tns_ps": 0,
        "hold_viol": 0,
        "rsz0062_at_grt": "false",
        "maxSlewHeadroom_pct": 41.58,
        "drv_slew": 0,
        "layout_min_cycle_time_ps": 9465,
        "setup_violations": 0,
        "tightest_slew_ps": 873.9,
    },
    "clocking": {
        "postCtsSetupRepairBufs": 0,
        "cts_hold_buffers": 0,
        "cts-resized-gates": 0,
    },
    "place": {
        "port_buffers": 355,
        "place_area_sq_um": 9145,
        "place_congestion": 0.9214,
        "preCtsSetupSlack_ps": 2885,
        "dp_hpwl_microns": 36340,
    },
    "run_status": {
        "status": "finished clean",
    },
    "pwr": {
        "power.switching_mw": 0.1488,
        "swShare_pct": 49.53,
        "peakVddDrop_v": 0.000008881,
        "power_density_nw_per_um2": 32.83,
        "intPower_mw": 0.1517,
        "leakagePower_nw": 3.481,
    },
    "synthesis": {
        "ys_seq_share_pct": 0,
        "ys_warn_count": 1,
        "top_area_cell": "and2_1",
        "ys_area_sq_um": 5106,
        "top_area_share_pct": 8.086,
        "syn_area_per_cell_sq_um": 6.505,
        "syn_area_sq_um": 5106,
        "synth.distinct_cells": 64,
        "ys_cells": 785,
        "synthCells": 785,
        "top_cells_by_area": "and2_1, xnor2_1, nand2_1",
    },
    "detailed_routing": {
        "wirelength_microns": 42350,
        "via_per_inst": 4.590,
        "wire_per_inst_microns": 26.09,
        "drtIter0Drc": 670,
        "drc": 0,
        "vias": 7449,
        "firstDrtPassIters": 8,
        "ant_nets": 0,
    },
    "hold_path": {
        "hold_path_class": "in -> out",
    },
    "run": {
        "tool_warnings": 32,
        "drv_cap": 0,
    },
}
synth_stat cells (4+ instances only):
cell type and count:
or4_1 5, a221o_1 7, xor2_1 43, nand4_1 17, buf_4 23, and2_1 66
xnor2_1 47, and3_1 5, a211oi_1 6, or3_1 5, o211ai_1 4, nor4_1 15
a22o_1 4, nand3_1 18, ha_1 30, or2_2 4, a21o_1 11, a222oi_1 12
nand2b_1 8, nand2_1 104, a21oi_1 26, nor2_1 56, a221oi_1 4, a22oi_1 47
o21ai_0 50, inv_1 21, o21ai_1 7, mux2i_1 18, nor3_1 11, mux2_2 14
clkbuf_1 38, a31oi_1 8
logic make-up after synthesis:
family / synth area share, %
compound gates: 29.58
fa+ha+maj: 7.743
mux: 7.057
other cells: 0.07344
buf+inv: 8.184
xor+xnor: 15.44
simple gates: 31.93
power groups by stage:
stage	combinational (mW)	sequential, mW	clock, mW
after CTS	0.302	0	0
after global routing	0.325	0	0
routing by layer:
layer / routed length, microns / up-vias
met2: 19600 / 377
met1: 17260 / 3543
li1: - / 3481
met3: 4614 / 42
met4: 829 / 6
met5: 46 / -
worst paths after layout:
path / start / endpoint / slack (ps) / cells past startpoint
setup / recovery: rs_data[31] / jump_pc[21] / 2930 / 11
hold / removal: inst[22] / rs_idx[1] / 5850 / 2
placed cells by master, fill, tap and decap left out, drive strengths merged, types with 6 or more instances in the layout:
master and instances:
and2 67, mux2i 18, a22oi 47, a31oi 8, a21oi 26, conb 7, nor4 16, nor3 11
mux2 16, xor2 43, a221o 7, a211oi 6, nand2b 8, a21o 11, buf 14, ha 30
a222oi 12, nand2 104, clkdlybuf4s50 355, nand3 18, xnor2 47, inv 21, nor2 56, o21ai 57
nand4 17
metrics by stage:
stage	total power, mW	std cells	hold slack [ps]
floorplan	0.1211	791	5012
global placement	0.3010	1620	5864
detailed placement	0.3003	1620	5856
CTS	0.3023	1620	5862
global route	0.3249	1620	5882
finish	0.3005	1623	5849
final cells by class:
class / count / share of cell area [%]
diodes: 3 / 0.08202
multi-input cells: 705 / 51.91
well taps: 525 / 7.177
inverters: 21 / 0.8612
repair buffers: 369 / 39.97
Power is estimated from default activity; no workload was simulated.
